==> flow/design.v <==
module basic #(
) (
    input [15:0] a,
    input [15:0] b,
    output [15:0] result
);
    always@(*) begin
        result = a + b;
    end
endmodule
==> flow/run.sh <==
#!/bin/bash
# OpenROAD 26Q1-2900-gdf79404cd8, Yosys 0.63+post, stock flow scripts
make -C /OpenROAD-flow-scripts/flow DESIGN_CONFIG=/design/flow/config.mk WORK_HOME=/design/flow/orfs finish
==> flow/config.mk <==
export PLATFORM = sky130hd
export DESIGN_NAME = basic
export DESIGN_NICKNAME = basic
export VERILOG_FILES = /design/flow/design.v
export SDC_FILE = /design/flow/constraint.sdc
export NUM_CORES = 4
export LEC_CHECK = 1
export CORE_AREA = 10 10 70 70
export DIE_AREA = 0 0 80 80
==> flow/constraint.sdc <==
current_design basic

set clk_period 7.9
set clk_io_pct 0.2

create_clock -name clk0 -period $clk_period

set non_clock_inputs [all_inputs -no_clocks]
set_input_delay [expr $clk_period * $clk_io_pct] -clock clk0 $non_clock_inputs
set_output_delay [expr $clk_period * $clk_io_pct] -clock clk0 [all_outputs]
==> results.toml <==
# yosys + openroad results
[timing]
grt_setup_unrepaired = "no"
worst-slew-pin-transition_ps = 420
timing.final.max_slew_violations = 0
finalCritPeriodShare_pct = 73.7
final_period_minus_worst_setup_slack_ps = 5820
fmaxAchievable_mhz = 172
max_slew_margin_pct = 71.7
report.final.setup_viol = 0
totalNegativeSetupSlack_ps = 0
timing.final.hold_violations = 0

[hold_path]
worst_hold_path_type = "input pin to output port"

[critical_path]
worst-setup-path-type = "input pin to output port"
critPathCapture = "result[12]"
wp_data_arrival_ps = 4240
sort_of_element_at_the_start_of_the_critical_path = "input pin"
crit_path_required_time_ps = 6320
worst_setup_path_end_kind = "output port"
worst-path-max-fanout = 3
startpoint = "a[0]"

[placed_design]
post-dp-hpwl_um = 2210
portBuffers = 48
routability_congestion = 0.850
total_instance_count_after_detailed_placement = 192

[yosys]
yosys.stat.chipArea_um2 = 724
syn_inst = 98
synth.top_cells.by_count = "sky130_fd_sc_hd__a21oi_1 (17), sky130_fd_sc_hd__ha_1 (15), sky130_fd_sc_hd__xnor2_1 (10)"
syn_area_per_cell_um2 = 7.39
post-synth-top-area-cell = "sky130_fd_sc_hd__ha_1"
yosys_warnings = 2
yosysTopAreaCellShare_pct = 25.9
yosysSeqAreaShare_pct = 0
synth.yosys.num_cells = 98
top_cell = "sky130_fd_sc_hd__a21oi_1"
synthTopCellsByArea = "sky130_fd_sc_hd__ha_1 (26%), sky130_fd_sc_hd__xnor2_1 (12%), sky130_fd_sc_hd__a21oi_1 (12%)"
synth.cell_area_um2 = 724
yosys.cell_types.count = 27

[cts]
post_cts_sizing_count = 0
cts_hold_buf = 0
cts_setup_buffers = 0

[grt]
grt_util_all_layers_pct = 7.54
wire_length_of_the_first_global_routing_pass_um = 4140
grt_antenna_before_repair = 0
first_global_vias = 933
globalRoute.totalOverflow = 0
maximum_number_of_pins_on_one_net_before_global_route_repair = 7

[route]
drt.antenna.violating_nets = 0
drt_iter0_drc = 30
via_density_per_instance = 4.60
route.detailed.wl_per_inst_um = 12.5
antenna-diode-count = 0
detailedRoute.firstPassIterationCount = 6
wirelength_um = 2410
dr_vias = 883
drc = 0

[die]
die_area_mm2 = 0.00640
fp.dieW_um = 80
rows = 21
area_inside_the_core_boundary_mm2 = 0.00342
i_o_pins = 48
initCoreUtil_pct = 21.2
chipHeight_um = 80

[finish]
layout_cells_sized_above_1_pct = 2.74
sequential_cell_total = 0
finalNonFillerCells = 192
number_of_clock_tree_buffers_in_the_layout = 0
layout.filler_cells = 356
syn_to_final_growth_pct = 74.3
flop_area_um2 = 0

[power_and_ir_drop]
total_leakage_power_uw = 0.000501
worst_vdd_ir_uv = 22.3
power_density_mw_per_mm2 = 84.1

[flow_run]
maxCapViolCount = 0
tool_warnings = 32

[status]
run_status = "finished clean"
[stage by stage]
step | power [uW] | setup slack [ps] | util [%] | area, um2 | hold WS (ps)
4_1_cts | 109 | 2050 | 37.0 | 1260 | 4200
2_1_floorplan | 47.5 | 3130 | - | 724 | 3230
5_1_grt | 120 | 1890 | 37.0 | 1260 | 4250
3_5_place_dp | 108 | 2050 | 37.0 | 1260 | 4190
3_3_place_gp | 108 | 2070 | 37.0 | 1260 | 4200
6_report | 106 | 2080 | 37.0 | 1260 | 4190
[per-layer routing]
layer / vias up / GRT usage [%] / wire [um]
li1: 468 / - / -
met1: 386 / 10.5 / 1150
met2: 29 / 12.4 / 1070
met3: 0 / 1.48 / 182
met4: 0 / 0 / 0
met5: - / 0 / 0
[cells in the final DEF (no fill, tap or decap), types with 3 or more instances in the layout]
master	Yosys	final
sky130_fd_sc_hd__a21oi_1	17	17
sky130_fd_sc_hd__clkdlybuf4s50_1	0	48
sky130_fd_sc_hd__ha_1	15	15
sky130_fd_sc_hd__inv_1	3	3
sky130_fd_sc_hd__nand2_1	9	9
sky130_fd_sc_hd__nand3_1	4	4
sky130_fd_sc_hd__nor3_1	3	3
sky130_fd_sc_hd__o211ai_1	3	3
sky130_fd_sc_hd__o21ai_0	8	8
sky130_fd_sc_hd__xnor2_1	10	10
sky130_fd_sc_hd__xor2_1	5	5
[worst max-delay path, stage by stage]
cell and delay (ps):
sky130_fd_sc_hd__clkdlybuf4s50_1 400, sky130_fd_sc_hd__ha_1 220, sky130_fd_sc_hd__fa_1 400, sky130_fd_sc_hd__a21o_2 250, sky130_fd_sc_hd__a311oi_2 350, sky130_fd_sc_hd__nor3_1 140, sky130_fd_sc_hd__o41ai_2 250, sky130_fd_sc_hd__xnor2_1 160
sky130_fd_sc_hd__clkdlybuf4s50_1 490
[final cells by class]
type / instances / area (um2) / area share [%]
Timing Repair Buffer: 48 / 480 / 38.1
Tap cell: 46 / 57.6 / 4.56
Multi-Input combinational cell: 95 / 713 / 56.5
Inverter: 3 / 11.3 / 0.892
[power breakdown]
part / internal, uW / switching [uW]
registers: 0 / 0
clock network: 0 / 0
logic: 67.5 / 38.8
total: 67.5 / 38.8
[how the worst min path moves through the flow]
stage                 cells past startpoint  slack, ps   endpoint  start
after CTS                                 3       4200  result[0]   b[0]
after global routing                      3       4250  result[0]   b[0]
final                                     3       4190  result[0]   b[0]
[kinds of logic (layout without fill, tap and decap cells)]
family          after synthesis  count (layout)  share of synthesized area [%]
compound gates               40              40                           35.2
simple gates                 23              23                           15.0
fa+ha+maj                    16              16                           28.7
xor+xnor                     15              15                           18.1
buf+inv                       3              51                           1.55
mux                           1               1                           1.38
Power is estimated from default activity; no workload was simulated.
