## design/flow/design.v

```verilog
module layer_ctrl #(NO_NPL = 4, NO_IPN =4 )(
    input clk,
    input rst,
    input start,
    output reg arb_en,
    output mac_en,
    output act_fn_en,
    output bias_add_en,
    output feed_through
);
    localparam  IDLE  = 4'b0000 ;
    localparam  MEM   = 4'b0001 ;
    localparam  MAC   = 4'b0010 ;
    localparam  BIAS  = 4'b0100 ;
    localparam  ACT   = 4'b1000 ;
    reg [3:0] ps, ns;
    reg [$clog2(NO_IPN):0] fetch_mem_cyc_counter,mac_cyc_counter;
    reg [$clog2(NO_NPL):0] bias_cyc_counter,act_cyc_counter;
    always@(posedge clk) begin
        if(rst) begin
            ps <= IDLE;
            arb_en <=0;
        end
        else if(start && !rst) begin 
            ps <= ns;           
        end
    end
    always @(*) begin
        case (ps)
            IDLE: begin if (!feed_through)
                        begin ns = MEM; arb_en =1 ;end
                    else
                        begin ns = IDLE;arb_en = 0 ; end
                  end
            MEM:  ns = (fetch_mem_cyc_counter == NO_IPN-1) ? MAC : MEM;
            MAC:  ns = (mac_cyc_counter == NO_IPN-1) ? BIAS : MAC;   
            BIAS: ns = (bias_cyc_counter == NO_NPL-1) ? ACT : BIAS;
            ACT:  ns = (act_cyc_counter == NO_NPL-1) ? IDLE : ACT;
            default: ns = IDLE;
        endcase
    end
    always @(posedge clk) begin
        if (rst) begin
            mac_cyc_counter <= 0;
            fetch_mem_cyc_counter <= 0;
            bias_cyc_counter <= 0;
            act_cyc_counter <= 0;
        end
        else if (start) begin
            case (ps)
                MEM: begin
                    bias_cyc_counter <= 0;
                    if (fetch_mem_cyc_counter == NO_IPN-1) begin
                        fetch_mem_cyc_counter <= NO_IPN;
                    end
                    else begin
                        fetch_mem_cyc_counter <= fetch_mem_cyc_counter + 1;
                    end
                end
                MAC: begin
                    act_cyc_counter <=0;
                    if (mac_cyc_counter == NO_IPN-1) begin
                        mac_cyc_counter <= NO_IPN;
                    end
                    else begin
                        mac_cyc_counter <= mac_cyc_counter + 1;
                    end
                end
                BIAS: begin
                    fetch_mem_cyc_counter <= 0;
                    if (bias_cyc_counter == NO_NPL) begin
                        bias_cyc_counter <= NO_NPL;
                    end
                    else begin
                        bias_cyc_counter <= bias_cyc_counter + 1;
                    end
                end
                ACT: begin
                    mac_cyc_counter <= 0;
                    if (act_cyc_counter == NO_NPL) begin
                        act_cyc_counter <= NO_NPL;
                    end
                    else begin
                        act_cyc_counter <= act_cyc_counter + 1;
                    end
                end
            endcase
        end 
    end
assign  mac_en = ( ps ==MAC && fetch_mem_cyc_counter  == NO_IPN ) ? 1 : 0;
assign  bias_add_en = (ps == BIAS && mac_cyc_counter  == NO_IPN ) ? 1 : 0;   
assign  act_fn_en = ( ps == ACT && bias_cyc_counter  == NO_NPL ) ? 1 : 0;
assign  feed_through = (ps == IDLE && act_cyc_counter == NO_NPL ) ? 1 : 0;  
endmodule
```

## design/flow/run.sh

```bash
#!/bin/bash
# OpenROAD 26Q1-2900-gdf79404cd8, Yosys 0.63+post, stock flow scripts
make -C /OpenROAD-flow-scripts/flow DESIGN_CONFIG=/design/flow/config.mk WORK_HOME=/design/flow/orfs finish
```

## design/flow/config.mk

```make
export PLATFORM = sky130hd
export DESIGN_NAME = layer_ctrl
export DESIGN_NICKNAME = layer_ctrl
export VERILOG_FILES = /design/flow/design.v
export SDC_FILE = /design/flow/constraint.sdc
export NUM_CORES = 4
export LEC_CHECK = 1
export CORE_AREA = 10 10 78 78
export DIE_AREA = 0 0 88 88
```

## design/flow/constraint.sdc

```tcl
current_design layer_ctrl

set clk_period 1.6
set clk_io_pct 0.2

create_clock -name clk0 -period $clk_period [get_ports {clk}]

set non_clock_inputs [all_inputs -no_clocks]
set_input_delay [expr $clk_period * $clk_io_pct] -clock clk0 $non_clock_inputs
set_output_delay [expr $clk_period * $clk_io_pct] -clock clk0 [all_outputs]
```

==> load_flow_metrics.sql <==
-- flow metrics import
INSERT INTO impl_metrics (metric_group, metric, value, unit) VALUES
('run_status', 'status', 'completed', ''),
('flow_run', 'tool_warnings', '29', ''),
('floorplan', 'die_w', '88', 'um'),
('grt', 'gr-total-overflow', '0', ''),
('clocking', 'tritoncts_num_sinks', '17', ''),
('final_layout', 'fillers', '446', ''),
('final_layout', 'mostFrequentLayoutCells', '11 x sky130_fd_sc_hd__nand2_1, 11 x sky130_fd_sc_hd__buf_4, 10 x sky130_fd_sc_hd__inv_1, 10 x sky130_fd_sc_hd__ha_1, 9 x sky130_fd_sc_hd__dfxtp_1', ''),
('synthesis', 'syn_inst', '103', ''),
('grt', 'grt.met2_usage', '0.0694', ''),
('clocking', 'cts-root-to-sink-buffers', '2', ''),
('grt', 'global_route.usage.met1', '0.0673', ''),
('worst_setup_path', 'critical_path.max_fanout', '3', ''),
('floorplan', 'die.size.y', '88', 'um'),
('floorplan', 'chip_area', '7740', 'um^2'),
('worst_setup_path', 'critical_path_endpoint_category', 'output pin', ''),
('grt', 'grt_pass1_vias', '697', ''),
('placed_design', 'dp_cells', '162', ''),
('drt', 'final_antenna_diode_count', '0', ''),
('placed_design', 'port_buffers', '6', ''),
('worst_setup_path', 'reg2reg_slack', '0.16', 'ns'),
('placed_design', 'gp_routability_congestion', '0.832', ''),
('final_timing', 'final.min_clock_period', '1.53', 'ns'),
('floorplan', 'io-pin-count', '8', ''),
('placed_design', 'hpwlAfterDp', '1.27', 'mm'),
('grt', 'grt_busiest_layer', 'met2', ''),
('drt', 'remaining_drc_errors', '0', ''),
('final_layout', 'final_layout_size_suffix_gt1_frac', '0.325', ''),
('floorplan', 'coreArea', '4410', 'um^2'),
('drt', 'ant_nets', '0', ''),
('synthesis', 'ys_ff', '17', ''),
('worst_setup_path', 'crit_required', '1.28', 'ns'),
('final_layout', 'ff_latch_area', '350', 'um^2'),
('final_timing', 'grt_setup_unrepaired', 'no', ''),
('final_timing', 'setup_viol', '0', ''),
('floorplan', 'std_cell_rows', '24', ''),
('power_and_ir_drop', 'cellLeakagePower', '0.507', 'nW'),
('worst_setup_path', 'worst_r2r_startpoint', 'act_cyc_counter[0]', ''),
('final_timing', 'finalClockSkew', '0.00324', 'ns'),
('clocking', 'h-tree-depth', '1', ''),
('final_layout', 'fin_cells', '172', ''),
('drt', 'initialDrtViolationCount', '43', ''),
('drt', 'routedWlPerCell', '10.1', 'um'),
('clocking', 'tritoncts', 'done', ''),
('synthesis', 'yosys-stat-cells', '103', ''),
('grt', 'grtUsageTotal', '0.0480', ''),
('power_and_ir_drop', 'power.ir.vdd_worst', '0.000319', 'V'),
('worst_setup_path', 'timing.rr.end', 'act_cyc_counter[2]', ''),
('power_and_ir_drop', 'pwr_density_cell', '676', 'nW/um^2'),
('drt', 'routed_wl', '1.74', 'mm'),
('grt', 'grt_pass1_wl', '3.06', 'mm'),
('synthesis', 'ys_warn_count', '3', ''),
('drt', 'num_vias', '745', ''),
('worst_setup_path', 'worstSetupPathType', 'flip-flop to output pin', ''),
('grt', 'number_of_antenna_violations_at_the_first_check_in_global_routing', '0', ''),
('synthesis', 'netlist-cell-type-count', '29', ''),
('final_timing', 'final.setup.tns', '0', 'ns'),
('grt', 'global_route.usage.met3', '0.0206', ''),
('floorplan', 'fp_util', '0.215', ''),
('clocking', 'number_of_buffers_created_by_cts', '3', ''),
('clocking', 'clock_transition_at_the_register_clock_pins_on_the_worst_setup_and_hold_paths_after_cts', '0.07', 'ns'),
('hold_path', 'hold_critical_path_endpoint', 'mac_cyc_counter[1]', ''),
('grt', 'grt_max_degree', '21', ''),
('final_timing', 'timing.final.crit_share', '0.953', ''),
('final_layout', 'mi_logic_area', '538', 'um^2'),
('hold_path', 'timing.hold.worst.start', 'mac_cyc_counter[1]', ''),
('worst_setup_path', 'worst_reg2reg_path_length_in_cells', '6', ''),
('final_timing', 'achievable-frequency', '0.656', 'GHz'),
('worst_setup_path', 'timing.critical_path.arrival', '1.21', 'ns'),
('hold_path', 'hold_path.class', 'flip-flop to flip-flop', ''),
('drt', 'route.detailed.vias_per_inst', '4.33', ''),
('hold_path', 'hold_depth', '1', ''),
('synthesis', 'area_reported_by_yosys_stat', '947', 'um^2'),
('synthesis', 'post_synth_seq_share', '0.359', ''),
('synthesis', 'postSynthAreaPerCell', '9.20', 'um^2'),
('clocking', 'clkLatencyLatePin', '0.25', 'ns'),
('synthesis', 'synth_area', '947', 'um^2'),
('final_timing', 'timing.final.hold_violations', '0', ''),
('worst_setup_path', 'start_kind', 'flip-flop', ''),
('drt', 'drt_pass1_iterations', '4', ''),
('flow_run', 'max_cap_viol_count', '0', ''),
('final_timing', 'maxSlewViolCount', '0', ''),
('final_layout', 'flow.area_growth_from_synthesis', '27.3', '%'),
('clocking', 'root_buffer', 'sky130_fd_sc_hd__clkbuf_8', '');
layout make-up:
| type | instances | share of cell area |
|---|---|---|
| tap | 52 | 0.0539 |
| sequential | 17 | 0.290 |
| clock buffer | 3 | 0.0342 |
| timing repair buffer | 18 | 0.131 |
| multi-input combinational | 68 | 0.446 |
| inverter | 13 | 0.0405 |
| clock inverter | 1 | 0.00415 |
worst max path at each step:
stage / end / start / cells after the start
global route: bias_add_en / mac_cyc_counter[1] / 4
finish: bias_add_en / mac_cyc_counter[1] / 4
CTS: bias_add_en / mac_cyc_counter[1] / 4
sequential cells by signal, summed over array words and instances, names as in the netlist:
name	flops
ps	5
act_cyc_counter	3
bias_cyc_counter	3
fetch_mem_cyc_counter	3
mac_cyc_counter	3
where the power goes:
group          internal [mW]  total (mW)  switching [mW]
Clock                  0.173       0.330           0.157
Combinational         0.0239      0.0513          0.0274
Sequential             0.429       0.434         0.00474
Total                  0.626       0.815           0.190
what timing repair did:
action,4_1_cts,5_1_grt
endpoints found under the setup margin,4,0
resized,19,0
setup buffers,6,0
hold buffers,0,0
cell usage after synthesis:
cell type | number | area [um^2]
sky130_fd_sc_hd__o21ai_2 | 2 | 17.5
sky130_fd_sc_hd__nand3b_4 | 1 | 20.0
sky130_fd_sc_hd__a2bb2oi_1 | 1 | 8.76
sky130_fd_sc_hd__and3_1 | 3 | 18.8
sky130_fd_sc_hd__and3b_1 | 1 | 8.76
sky130_fd_sc_hd__a21oi_1 | 4 | 20.0
sky130_fd_sc_hd__nor3_1 | 2 | 10.0
sky130_fd_sc_hd__a32oi_1 | 5 | 43.8
sky130_fd_sc_hd__conb_1 | 1 | 3.75
sky130_fd_sc_hd__buf_2 | 2 | 10.0
sky130_fd_sc_hd__a21bo_2 | 1 | 10.0
sky130_fd_sc_hd__buf_4 | 1 | 7.51
sky130_fd_sc_hd__a32o_2 | 2 | 22.5
sky130_fd_sc_hd__nand2b_1 | 2 | 12.5
sky130_fd_sc_hd__dfxtp_1 | 17 | 340
sky130_fd_sc_hd__a21oi_2 | 1 | 8.76
sky130_fd_sc_hd__a21bo_1 | 1 | 10.0
sky130_fd_sc_hd__nor2_1 | 8 | 30.0
sky130_fd_sc_hd__a22oi_1 | 1 | 7.51
sky130_fd_sc_hd__nand4_1 | 3 | 18.8
sky130_fd_sc_hd__a311o_1 | 1 | 10.0
sky130_fd_sc_hd__a21boi_1 | 1 | 7.51
sky130_fd_sc_hd__inv_1 | 13 | 48.8
sky130_fd_sc_hd__nor3b_2 | 1 | 12.5
sky130_fd_sc_hd__ha_1 | 12 | 150
sky130_fd_sc_hd__a31o_1 | 2 | 17.5
sky130_fd_sc_hd__nand2_1 | 11 | 41.3
sky130_fd_sc_hd__buf_6 | 2 | 22.5
sky130_fd_sc_hd__and3_2 | 1 | 7.51
cell families (layout without fill, tap and decap cells):
family / Yosys count / in the layout / synth area share
other: 1 / 1 / 0.00396
adders and majority gates: 12 / 12 / 0.159
and+or+nand+nor: 33 / 33 / 0.190
AOI/OAI and AO/OA: 22 / 22 / 0.194
buffers and inverters: 18 / 35 / 0.0938
DFF: 17 / 17 / 0.359
layer usage:
layer | part of all wire | vias to the layer above
met3 | 0.067 | 2
met1 | 0.51 | 338
met4 | 0.011 | 0
li1 | - | 398
met5 | 0 | -
met2 | 0.41 | 7
through the flow:
| step | total power, mW | cell area [um^2] | hold WS [ns] | util | setup WS [ns] |
|---|---|---|---|---|---|
| 2_1_floorplan | 0.478 | 947 | 0.449 | - | 0.350 |
| 3_3_place_gp | 0.492 | 1090 | 0.456 | 0.247 | 0.0884 |
| 3_5_place_dp | 0.492 | 1090 | 0.463 | 0.247 | 0.0799 |
| 4_1_cts | 0.821 | 1210 | 0.492 | 0.273 | 0.0577 |
| 5_1_grt | 0.856 | 1210 | 0.519 | 0.273 | 0.00964 |
| 6_report | 0.815 | 1210 | 0.488 | 0.273 | 0.0748 |
critical path: stages, from the launching register on:
cell                            delay [ns]
sky130_fd_sc_hd__dfxtp_2              0.34
sky130_fd_sc_hd__inv_1                0.04
sky130_fd_sc_hd__ha_1                 0.16
sky130_fd_sc_hd__and3_2               0.18
sky130_fd_sc_hd__dlygate4sd2_1        0.23
No activity file was given, so power comes from the tool's default toggle rates.
