**./config.mk**
```make
export PLATFORM = sky130hd
export DESIGN_NAME = arbiter
export DESIGN_NICKNAME = arbiter
export VERILOG_FILES = /design/flow/design.v
export SDC_FILE = /design/flow/constraint.sdc
export NUM_CORES = 4
export LEC_CHECK = 1
export CORE_AREA = 10 10 84 84
export DIE_AREA = 0 0 94 94
```
**./constraint.sdc**
```tcl
current_design arbiter

set clk_period 1.6
set clk_io_pct 0.2

create_clock -name clk0 -period $clk_period [get_ports {clk}]

set non_clock_inputs [all_inputs -no_clocks]
set_input_delay [expr $clk_period * $clk_io_pct] -clock clk0 $non_clock_inputs
set_output_delay [expr $clk_period * $clk_io_pct] -clock clk0 [all_outputs]
```
**./design.v**
```verilog
module arbiter #(
    parameter NUM_NODES = 4,           
    parameter ADDR_WIDTH =8 ,          
    parameter DATA_WIDTH = 16          
)(
    input                  clk,        
    input                  rst,        
    output reg [ADDR_WIDTH-1:0] addr,  
    output reg             fetch_en,   
    output reg [NUM_NODES-1:0] wr_en,   
    output reg             all_done,   
    input                  full        
);
    reg [1:0] current_node;            
    reg [ADDR_WIDTH-1:0] addr_counter; 
    localparam TOTAL_ADDRESSES = 1 << ADDR_WIDTH;
    always @(posedge clk or posedge rst) begin
        if (rst) begin
            addr <= 0;
            fetch_en <= 0;
            wr_en <= 0;
            current_node <= 0;
            addr_counter <= 0;
            all_done <= 0; 
        end else begin
            if (addr_counter == TOTAL_ADDRESSES && !all_done) begin
                all_done <= 1; 
                fetch_en <= 0;
                wr_en <= 0;   
            end else if (!full && !all_done) begin
                fetch_en <= 1;
                wr_en <= (1 << current_node);  
                addr <= addr_counter;
                addr_counter <= addr_counter + 1;
                current_node <= current_node + 1;
                if (current_node == NUM_NODES - 1) begin
                    current_node <= 0;
                end
            end else begin
                fetch_en <= 0;
                wr_en <= 0;
            end
        end
    end
endmodule
```
**./run.sh**
```bash
#!/bin/bash
# OpenROAD 26Q1-2900-gdf79404cd8, Yosys 0.63+post, stock flow scripts
make -C /OpenROAD-flow-scripts/flow DESIGN_CONFIG=/design/flow/config.mk WORK_HOME=/design/flow/orfs finish
```
==> flow_summary.yaml <==
# yosys + openroad results
final_layout:
  layout_top_cell: "dfrtp_1"
  regArea_sq_um: 576
  syn2layout_area_growth_pct: 30.4
  final_util: 0.239
  n_fill_cell: 555
  drive_above_1_share: 0.227
  combGateArea_sq_um: 342
  lay_top_cells: "23 x dfrtp_1, 15 x clkdlybuf4s50_1, 10 x mux2_2"
  fin_cells: 158
min_path:
  hold_class: "in -> async"
final_timing:
  timing.setup.tns_ps: 0
  finalMaxSlewViolations: 0
  period_used_share: 0.886
  max_freq_mhz: 705
  rsz0062_at_grt: "false"
  setup-violations-final: 0
  hold_viol: 0
  clock_skew_ps: 1.00
  period_needed_ps: 1420
worst_setup_path:
  end_kind: "output pin"
  critPathKind: "reg -> out"
  r2r_cells: 4
  rr_endpoint: "addr_counter[6]"
  timing.rr.start: "addr_counter[0]"
  crit_path_max_incr_delay_ps: 480
  r2r_slack_ps: 400
  critPathLaunchType: "register"
  crit_slowest_cell: "clkdlybuf4s50_1"
  crit_required_ps: 1280
  worstPathCellList: "clkdlybuf4s50_1"
  cp_max_fo: 2
  crit_family: "buffers and inverters"
  worstPathArrival_ps: 1100
  path_buffers: 1
outcome:
  status: "completed"
power_and_ir_drop:
  finalPower_mw: 1.89
  ir_drop_mv: 0.371
  leakagePower_nw: 0.567
  powerDensity_nw_per_um2: 1520
cts:
  clk_latency_ps: 260
  clkTransAtPathRegs_ps: 80
  cts_setup_buffers: 0
  cts_resized: 0
  cts-hold-fix-buffers: 0
  cts_buffers: 3
  cts_tree: "yes"
  clock-root-buffer: "clkbuf_8"
  clock-sinks: 23
  cts_buffer_depth: 2
  h-tree-depth: 1
synth:
  ys.flops: 23
  ys_warn_count: 1
  synth_seq_share: 0.602
  netlist_area_sq_um: 956
  synthCells: 68
  synth_stat.cells: 68
  ys_types: 18
  ys_chip_area_sq_um: 956
  syn_area_per_cell_sq_um: 14.1
floorplan:
  rows: 26
  die_area_sq_um: 8840
  die_w_um: 94
  fp_util: 0.184
  die_h_um: 94
  core_area_sq_um: 5200
  ioPinCount: 17
placement:
  dp.cells: 154
  port_buffers: 15
  place.gp.congestion: 0.722
  dpl.hpwl_mm: 1.24
global_routing:
  grt_pass1_wl_mm: 2.69
  grt_overflow: 0
  grt_max_degree: 24
  antenna_found_initial: 0
  grt_pass1_vias: 555
  track_usage: 0.0368
route:
  dr.pass1.iters: 2
  drt-vias-per-instance: 3.18
  wire_per_inst_um: 10.1
  drt_wl_total_mm: 1.59
  route.detailed.drc: 0
  vias: 502
  diodes: 0
  final_antenna_net_count: 0
  drt_iter0_drc: 28
job:
  max-cap-violations: 0
  warnings: 28
-- metal layers --
metal | wire [um] | global-route usage
met4 | 34 | 0.00886
met2 | 700 | 0.0599
met5 | 0 | 0
met1 | 722 | 0.0466
met3 | 131 | 0.0113
-- synthesized netlist by cell type --
master,instances,share of area
ha_1,5,0.065
or3_1,1,0.0065
inv_1,4,0.016
xnor2_1,4,0.037
xor2_1,3,0.027
nand2_1,4,0.016
conb_1,1,0.0039
buf_6,1,0.012
mux2_2,10,0.12
nor3_2,1,0.010
nor2_1,2,0.0079
dfrtp_1,23,0.60
buf_4,1,0.0079
buf_2,1,0.0052
nand4b_1,1,0.0092
nor2b_1,4,0.026
o21ai_0,1,0.0052
nand4b_4,1,0.025
-- registers in the layout, indices dropped and copies added, names as in the netlist --
name	count
addr	8
addr_counter	8
current_node	2
fetch_en	1
wr_en	4
-- area by class of cell --
cell class | instances | area share
timing repair buffer | 19 | 0.145
sequential | 23 | 0.462
tap | 70 | 0.0703
clock inverter | 1 | 0.00402
multi-input combinational | 38 | 0.274
inverter | 4 | 0.0120
clock buffer | 3 | 0.0331
-- metrics by stage --
step / instance area (sq um) / setup WS [ps] / hold WS, ps
5_1_grt: 1250 / 120 / 412
3_5_place_dp: 1200 / 33.2 / 464
2_1_floorplan: 956 / 518 / 322
3_3_place_gp: 1200 / 75.6 / 453
4_1_cts: 1250 / 147 / 393
6_report: 1250 / 182 / 392
-- worst max path at each step --
stage             end  cells past startpoint  slack [ps]  startpoint
CTS           addr[0]                      1         150     addr[0]
global route  addr[0]                      1         120     addr[0]
finish        addr[0]                      1         180     addr[0]
-- kinds of logic (layout without fill, tap and decap cells) --
kind of cell | count (synthesis) | after routing | share of synthesized area
fa+ha+maj | 5 | 5 | 0.0654
simple gates | 14 | 14 | 0.101
compound gates | 1 | 1 | 0.00523
buf+inv | 7 | 27 | 0.0406
flops | 23 | 23 | 0.602
xor+xnor | 7 | 7 | 0.0641
other cells | 1 | 1 | 0.00392
mux | 10 | 10 | 0.118
-- report_power, final --
| group | switching, mW | internal, mW | total (mW) | leakage (nW) |
|---|---|---|---|---|
| combinational | 0.162 | 0.393 | 0.555 | 0.252 |
| sequential | 0.188 | 0.796 | 0.984 | 0.289 |
| clock | 0.175 | 0.173 | 0.349 | 0.0255 |
Power figures rest on the tool's default switching activity, not on a simulated workload.
